[config.mk]
export PLATFORM = sky130hd
export DESIGN_NAME = Maquina_de_Moore
export DESIGN_NICKNAME = Maquina_de_Moore
export VERILOG_FILES = /design/flow/design.v
export SDC_FILE = /design/flow/constraint.sdc
export NUM_CORES = 4
export LEC_CHECK = 1
export CORE_AREA = 10 10 105 105
export DIE_AREA = 0 0 115 115
[constraint.sdc]
current_design Maquina_de_Moore

set clk_period 3.2
set clk_io_pct 0.2

create_clock -name clk0 -period $clk_period [get_ports {clock_inicial}]

set non_clock_inputs [all_inputs -no_clocks]
set_input_delay [expr $clk_period * $clk_io_pct] -clock clk0 $non_clock_inputs
set_output_delay [expr $clk_period * $clk_io_pct] -clock clk0 [all_outputs]
[design.v]
module Decodificador(A, B, C, D, a, b, c, d, e, f, g);
input wire A, B, C, D;
output wire a, b, c, d, e, f, g;
reg [6:0] seg;
always @(*)
	case ({A, B, C, D})
		4'b0000: seg = 7'b0000001;
		4'b0001: seg = 7'b1001111;
		4'b0010: seg = 7'b0010010;
		4'b0011: seg = 7'b0000110;
		4'b0100: seg = 7'b1001100;
		4'b0101: seg = 7'b0100100;
		4'b0110: seg = 7'b0100000;
		4'b0111: seg = 7'b0001111;
		4'b1000: seg = 7'b0000000;
		4'b1001: seg = 7'b0000100;
		4'b1111: seg = 7'b1111111;
	endcase
	assign {a, b, c, d, e, f, g} = seg;
endmodule
module Divisor_de_Frequencia(clock_inicial, clock_dividido, INT);
input wire clock_inicial;
output reg clock_dividido;
output reg [25:0] INT;
always @(posedge clock_inicial)
	begin
		if (INT == 26'd50000000)	
			begin
				INT <= 26'd0;
				clock_dividido <= 1;
			end
		else
			begin
				INT <= INT + 1;
				clock_dividido <= 0;
			end
	end
endmodule
module Maquina_de_Moore(UP, DOWN, ATUAL, PROX, RESET, clock_inicial, clock_dividido, S, a, b, c, d, e, f, g);
input wire UP, DOWN, RESET, clock_inicial;
output reg [3:0] ATUAL;
output reg [3:0] PROX;
output reg [3:0] S;
output wire clock_dividido;
output wire a, b, c, d, e, f, g;
parameter 	A = 4'b0000, 
				B = 4'b0001, 
				C = 4'b0010, 
				D = 4'b0011, 
				E = 4'b0100, 
				F = 4'b0101,  
				G = 4'b0110, 
				H = 4'b0111, 
				I = 4'b1000, 
				J = 4'b1001,
				K = 4'b1111;
always @(UP or ATUAL)
	begin
		case(ATUAL)
		A: if(UP == 0)
				if(DOWN == 0)
					PROX = A;
				else
					PROX = I;
			else
				if(DOWN == 0)
					PROX = B;
				else
					PROX = J;
		B: if(UP == 0)
				if(DOWN == 0)
					PROX = B;
				else
					PROX = A;
			else
				if(DOWN == 0)
					PROX = C;
				else
					PROX = J;
		C: if(UP == 0)
				if(DOWN == 0)
					PROX = C;
				else
					PROX = B;
			else
				if(DOWN == 0)
					PROX = D;
				else
					PROX = J;
		D: if(UP == 0)
				if(DOWN == 0)
					PROX = D;
				else
					PROX = C;
			else
				if(DOWN == 0)
					PROX = E;
				else
					PROX = J;
		E: if(UP == 0)
				if(DOWN == 0)
					PROX = E;
				else
					PROX = D;
			else
				if(DOWN == 0)
					PROX = F;
				else
					PROX = J;
		F: if(UP == 0)
				if(DOWN == 0)
					PROX = F;
				else
					PROX = E;
			else
				if(DOWN == 0)
					PROX = G;
				else
					PROX = J;
		G: if(UP == 0)
				if(DOWN == 0)
					PROX = G;
				else
					PROX = F;
			else
				if(DOWN == 0)
					PROX = H;
				else
					PROX = J;
		H: if(UP == 0)
				if(DOWN == 0)
					PROX = H;
				else
					PROX = G;
			else
				if(DOWN == 0)
					PROX = I;
				else
					PROX = J;
		I: if(UP == 0)
				if(DOWN == 0)
					PROX = I;
				else
					PROX = H;
			else
				if(DOWN == 0)
					PROX = A;
				else
					PROX = J;
		J: if(UP == 0)
				if(DOWN == 0)
					PROX = J;
				else
					PROX = A;
			else
				if(DOWN == 0)
					PROX = A;
				else
					PROX = J;
		default: PROX = 4'bxxxx;
		endcase
	end
Divisor_de_Frequencia Divisor_de_Frequencia(clock_inicial, clock_dividido);
always @(posedge clock_dividido or negedge RESET)
	begin
		if(RESET == 0)
			ATUAL <= A;
		else
			ATUAL <= PROX;
	end
always @(ATUAL)
	begin
		case(ATUAL)
		A: S = D;
		B:	S = E;
		C: S = C;
		D: S = B;
		E: S = A;
		F: S = J; 
		G: S = H;
		H: S = G;
		I: S = F;
		J: S = K;
		default: S = 4'bxxxx;
		endcase
	end
Decodificador Decodificador(S[3], S[2], S[1], S[0], a, b, c, d, e, f, g);
endmodule
[run.sh]
#!/bin/bash
# OpenROAD 26Q1-2900-gdf79404cd8, Yosys 0.63+post, stock flow scripts
make -C /OpenROAD-flow-scripts/flow DESIGN_CONFIG=/design/flow/config.mk WORK_HOME=/design/flow/orfs finish
==> ci_impl_report.md <==
### Metrics collected by this job

| Metric | Value |
|---|---|
| Power density over the cells | `227 nW/um2` |
| Leading cell types by total area after synthesis | `dfxtp_1 (27%), ha_1 (6.2%), xnor2_1 (5.6%), dlxtn_1 (5.2%), dfrtp_1 (5.0%)` |
| Top-area cell share | `0.267` |
| Cells traversed along the worst timing path | `clkdlybuf4s50_1 -> inv_2 -> ha_1 -> nor2_1 -> nor2_1 -> o21ai_2 -> clkdlybuf4s50_1` |
| Number of antenna-violating nets in the routed design | `0` |
| Clock transition at path regs | `0.09 ns` |
| Total power of the final layout | `546 uW` |
| Number of global-route vias before repair | `1558` |
| CTS tree | `done` |
| Classification of the worst-slack hold path | `flip-flop to flip-flop` |
| Flop and latch count out of synthesis | `38` |
| Number of cells on the worst reg-to-reg path | `4` |
| Overall via count from detail_route | `1713` |
| Die Span X | `115 um` |
| Detailed-route wire length per cell | `12.1 um` |
| Highest Signal Layer | `met4` |
| Number of fill cells | `945` |
| Delay of the slowest cell on the worst path | `0.55 ns` |
| Share of layout cells above drive strength 1 | `0.103` |
| Gate family responsible for the most delay along the worst path | `buffers and inverters` |
| Post-synth EDFFs | `0` |
| Worst hold path stage count | `2` |
| Post-Place Cells | `356` |
| Final number of max-transition violations | `0` |
| Worst path slowest cell | `clkdlybuf4s50_1` |
| Unrepaired setup endpoints after global routing | `no` |
| Final min period | `3.06 ns` |
| Global-route congestion overflow total | `0` |
| GPL Wtd Cong | `0.816` |
| Area of the core | `8760 um2` |
| Arrival time worst endpoint | `2.42 ns` |
| TritonCTS buffer count | `3` |
| WL met3 | `303 um` |
| Post-synth top area cell | `dfxtp_1` |
| Max-cap viol count | `0` |
| Final routed DRC violation total | `0` |
| Wire length of the first global-routing pass | `7420 um` |
| Total Wirelength | `4340 um` |
| IO buf count | `23` |
| Count of different cell masters after synthesis | `55` |
| Result of the run | `complete, no violations` |
| TritonRoute pass-1 iters | `5` |
| Leakage | `0.927 nW` |
| Largest net degree at the start of global routing | `26` |
| Final worst-path cycle share | `0.955` |
| Fin. Hold Viols | `0` |
| Standard-cell row count | `34` |
| Critical path class | `input port to output pin` |
| Post-synthesis async set-or-reset flop share | `0.105` |
| Worst flop-to-flop path startpoint | `Divisor_de_Frequencia.INT[0]` |
| Number of top-level pins | `24` |
| Synthesis-to-finish area growth | `19.0%` |
| Wire length on met2 | `1840 um` |
| Crit path DRT | `2.56 ns` |
| CP startpoint kind | `input port` |
| Max rail drop VDD | `0.362 mV` |
| Min-Delay Endpoint | `Divisor_de_Frequencia.INT[23]` |
| Initial antenna violation count | `0` |
| Number of unconstrained endpoints | `26` |
| Routed length on met1 | `2120 um` |
| H-tree level count | `1` |
| Stage-log warning count | `32` |
| Root buffer cell | `clkbuf_8` |
| Number of violations reported at the end of detailed-routing iteration 0 | `64` |
| Highest Clock Rate | `327 MHz` |
| Total global-route track usage | `0.0645` |
| Combined area of all synthesized cells | `2020 um2` |
| Number of warnings printed during yosys synthesis | `3` |
| Hold_sp | `Divisor_de_Frequencia.INT[23]` |
| Antenna diodes | `0` |
| Number of standard cells in the layout, taps in and fillers out | `360` |
| Vertical extent of the die | `115 um` |
| Register-to-Register Setup Slack | `1.15 ns` |
| HPWL after DPL | `3310 um` |
| Setup Skew | `0.00755 ns` |
| Cell count in the Yosys report | `235` |
| WHS | `0.484 ns` |
| Rel. slew slack | `0.448` |
| Synth Instances | `235` |
| Buffers plus inverters on the worst setup path | `3` |
| Area reported by Yosys stat | `2020 um2` |
| Register pins left without a clock | `11` |
| Slew of the pin with the lowest slew margin | `0.817 ns` |
| Maximum clock path buffer count | `2` |
| Setup TNS after final layout | `0 ns` |
| Chip Area | `13200 um2` |
| Share of the core filled by cells before placement | `0.231` |
| Worst setup EP type | `output pin` |
| Critical path fanouts, max | `4` |
| Number of vias per cell | `4.76` |
| Worst r2r dst | `Divisor_de_Frequencia.INT[25]` |
| Ys flop type | `dfxtp_1` |
| Average footprint of a synthesized cell | `8.60 um2` |
| Final setup viols | `0` |
| Insertion delay of the later-clocked pin in the worst-skew pair | `0.27 ns` |
==> cells in the mapped netlist, types with 2 or more instances <==
cell       n
a21oi_1   16
a221oi_1   2
a22oi_1    2
and3_1     4
and3_2     2
and4_1     3
buf_4      5
clkbuf_1   7
dfrtp_1    4
dfxtp_1   27
dlxtn_1    7
ha_1      10
inv_1     11
nand2_1   13
nand3_1   10
nand4_1    4
nor2_1    21
nor2b_1    6
nor3_1     6
nor4_1     7
nor4b_1    2
o21ai_0   14
o31ai_1    3
or4b_2     2
xnor2_1   13
xor2_1     5
==> power breakdown <==
group,switching [mW],internal (mW)
clock,0.102,0.0871
combinational,0.00998,0.0114
sequential,0,0.336
==> per-layer routing <==
| metal | vias up | GRT usage |
|---|---|---|
| met5 | - | 0 |
| met4 | 0 | 0.00990 |
| met3 | 8 | 0.0153 |
| met2 | 44 | 0.0998 |
| met1 | 783 | 0.0916 |
| li1 | 878 | - |
==> worst reg2reg max path, cell delays in order (launching register included) <==
cell and delay [ns]:
dfxtp_1 0.47, and4_1 0.32, or4b_4 0.53, or4_4 0.53, a21oi_2 0.14
==> state kept, by name (all words and copies together), names as in the netlist <==
register	flops
Decodificador.seg	7
Divisor_de_Frequencia.clock_dividido	1
Divisor_de_Frequencia.INT	26
ATUAL	4
==> through the flow <==
stage	utilization	cell area (um2)	setup slack, ns
2_1_floorplan	-	2020	1.21
3_3_place_gp	0.268	2340	-0.0422
3_5_place_dp	0.268	2340	-0.0409
4_1_cts	0.273	2390	0.0432
5_1_grt	0.275	2410	0.0157
6_report	0.275	2410	0.144
==> how the worst max path moves through the flow <==
stage     startpoint       to  slack (ns)  cells after the start
4_1_cts           UP  PROX[2]        0.04                      7
5_1_grt           UP  PROX[3]        0.02                      7
6_report          UP  PROX[3]        0.14                      7
==> layout make-up <==
cell class	instances	area [um2]	share of cell area
Timing Repair Buffer	25	245	0.102
Sequential cell	38	746	0.310
Inverter	11	41.3	0.0172
Clock buffer	3	41.3	0.0172
Multi-Input combinational cell	174	1190	0.496
Tap cell	108	135	0.0562
Clock inverter	1	5.00	0.00208
==> kinds of logic (layout without fill, tap and decap cells) <==
logic type	Yosys count	after routing	share of synthesized area
latches	7	7	0.0520
buf+inv	23	40	0.0520
compound gates	52	52	0.165
xor+xnor	18	18	0.0780
flops	31	31	0.317
mux	1	1	0.00495
fa+ha+maj	10	10	0.0619
simple gates	93	93	0.269
==> cell usage in the layout, fill, tap and decap left out, types with 2 or more instances in the layout <==
cell / count
a22oi_1: 2
o21ai_0: 13
clkdlybuf4s50_1: 23
and4_1: 3
and3_2: 2
dfxtp_1: 27
nor2_1: 21
nor3_1: 6
nor2b_1: 6
ha_1: 10
inv_1: 10
xnor2_1: 13
xor2_1: 5
o31ai_1: 2
dlxtn_1: 7
nand2_1: 13
nor4_1: 6
a21oi_1: 16
and3_1: 4
nor4b_1: 2
nand4_1: 4
nand3_1: 10
or4b_2: 2
clkbuf_8: 3
dfrtp_1: 4
buf_4: 2
==> what timing repair did <==
action                                 in CTS  in global routing
setup buffers                               0                  0
setup endpoints to repair                   1                  2
hold buffers                                0                  0
pin swaps                                   0                  1
endpoints found under the hold margin       0                  0
gates resized                               1                  4
Power is estimated from default activity; no workload was simulated.
