File: ./config.mk
export PLATFORM = sky130hd
export DESIGN_NAME = contador_frequencia_variavel
export DESIGN_NICKNAME = contador_frequencia_variavel
export VERILOG_FILES = /design/flow/design.v
export SDC_FILE = /design/flow/constraint.sdc
export NUM_CORES = 4
export LEC_CHECK = 1
export CORE_AREA = 10 10 107 107
export DIE_AREA = 0 0 117 117
File: ./design.v
module contador_4_bits(input wire clock_dividido, input wire reset, output reg S);
always @ (negedge clock_dividido or posedge reset)
	begin
		if (reset == 1)
			begin
				S <= 4'b0000;
			end
		else if (S == 4'b1001)
			begin
				S <= 4'b0000;
			end
		else
			begin
				S <= S + 4'b0001;
			end
	end
endmodule
module decodificador(input wire A, input wire B, input wire C, input wire D, output wire a, output wire b, output wire c, output wire d, output wire e, output wire f, output wire g, output reg [6:0] seg);
always @(*)
	case ({A, B, C, D})
		4'b0000: seg = 7'b0000001;
		4'b0001: seg = 7'b1001111;
		4'b0010: seg = 7'b0010010;
		4'b0011: seg = 7'b0000110;
		4'b0100: seg = 7'b1001100;
		4'b0101: seg = 7'b0100100;
		4'b0110: seg = 7'b0100000;
		4'b0111: seg = 7'b0001111;
		4'b1000: seg = 7'b0000000;
		4'b1001: seg = 7'b0000100;
	default:
		seg = 7'b1111111;
	endcase
	assign {a, b, c, d, e, f, g} = seg;
endmodule
module contador_frequencia_variavel(clock_inicial, chave_A, chave_B, reset, clock_selecionado, S, a, b, c, d, e, f, g);
input wire clock_inicial, chave_A, chave_B, reset;
output wire clock_selecionado;
output wire [3:0] S;
output wire a, b, c, d, e, f, g;
seletor_frequencia seletor_frequencia(.clock_inicial(clock_inicial), .chave_A(chave_A), .chave_B(chave_B), .clock_selecionado(clock_selecionado));
contador_4_bits contador_4_bits(clock_selecionado, reset, S);
decodificador decodificador(S[3], S[2], S[1], S[0], a, b, c, d, e, f, g);
endmodule
module seletor_frequencia(input wire clock_inicial, input wire chave_A, input wire chave_B, output reg clock_selecionado, output reg [28:0] INT);
always @ (posedge clock_inicial)
	begin
		case({chave_A, chave_B})
		2'b00:
		if (INT == 29'd25000000)		
			begin
				INT <= 29'd0;
				clock_selecionado <= 1;
			end
		else
			begin
				INT <= INT + 29'd1;
				clock_selecionado <= 0;
			end
		2'b01:
		if (INT == 29'd50000000)
			begin
				INT <= 29'd0;
				clock_selecionado <= 1;
			end
		else
			begin
				INT <= INT + 29'd1;
				clock_selecionado <= 0;
			end
		2'b10:
		if (INT == 29'd100000000)
			begin
				INT <= 29'd0;
				clock_selecionado <= 1;
			end
		else
			begin
				INT <= INT + 29'd1;
				clock_selecionado <= 0;
			end
		2'b11:
		if (INT == 29'd300000000)
			begin
				INT <= 29'd0;
				clock_selecionado <= 1;
			end
		else
			begin
				INT <= INT + 29'd1;
				clock_selecionado <= 0;
			end
		endcase
	end
endmodule
File: ./run.sh
#!/bin/bash
# OpenROAD 26Q1-2900-gdf79404cd8, Yosys 0.63+post, stock flow scripts
make -C /OpenROAD-flow-scripts/flow DESIGN_CONFIG=/design/flow/config.mk WORK_HOME=/design/flow/orfs finish
File: ./constraint.sdc
current_design contador_frequencia_variavel

set clk_period 4.4
set clk_io_pct 0.2

create_clock -name clk0 -period $clk_period [get_ports {clock_inicial}]

set non_clock_inputs [all_inputs -no_clocks]
set_input_delay [expr $clk_period * $clk_io_pct] -clock clk0 $non_clock_inputs
set_output_delay [expr $clk_period * $clk_io_pct] -clock clk0 [all_outputs]
==> Changelog: implementation <==
## Flow update

* Buffers added on ports at 9
* Post_cts resized at 0
* Total power at 497 uW
* WP data arrival at 3.23 ns
* Most common cell in the netlist: dfxtp_1
* Largest area contributor in the netlist: dfxtp_1
* Logic area at 965 um2
* Setup bufs post-CTS at 0
* Fraction of layout cells with a size suffix above 1 at 17.7%
* Fmax at 323 MHz
* Least-Margin Pin Slew at 0.926 ns
* Top Ports at 16
* Die X at 117 um
* Peak VDD IR at 0.0939 mV
* First-pass iteration count of the detailed router at 4
* Die Height at 117 um
* Final setup violation count at 0
* Area Growth Syn to Fin at 12.3%
* HP Start: seletor_frequencia.INT[27]
* Yosys stat area at 1720 um2
* Die area at 13700 um2
* Antenna violations before repair at 0
* Post-DRT Antenna Nets at 0
* Inserted Clock Buffers at 5
* Post-CTS Hold Buffers at 0
* Clock root cell: clkbuf_8
* Synth warn at 4
* Routability Congestion at 0.858
* R2r startpoint: seletor_frequencia.INT[9]
* Pre-CTS setup slack at 1.01 ns
* Crit path time final at 3.10 ns
* Vias in the first global route at 1217
* Row count at 35
* Leakage power at 0.000715 uW
* Worst rel slew slack at 38.1%
* Number of fillers in the final layout at 1007
* Design area at 1930 um2
* Post-synth top cells: dfxtp_1 (30), xnor2_1 (22), nor2_1 (14), nand3_1 (11), nor3_2 (11)
* Synth Instances at 188
* Flip-flops with a built-in enable at 0
* Endpoints left unconstrained at 6
* Top cell area share at 35.0%
* Skew final at 0.00345 ns
* Vias per cell at 4.09
* First-pass GRT wire length at 5800 um
* Terminating pin of the worst hold path: seletor_frequencia.INT[27]
* Synthesized registers at 31
* Max Fanout on Critical Path at 22
* Largest net degree at the start of global routing at 23
* MaxCap Viol Count at 0
* PnR worst setup slack at 1.30 ns
* Crit. End Element: register
* Pwr dens at 258 nW/um2
* Ys async rst share at 3.23%
* Seq share, synth at 36.4%
* Path type of the worst min-delay path: reg2reg
* RSZ-0062 raised after global routing: false
* Register pins left without a clock at 1
* Drt first-iter violations at 62
* Synth top area cells: dfxtp_1 (35%), xnor2_1 (11%), nor3_2 (6.4%)
* Cycle use final at 70.5%
* Distinct lib cells used at 37
* DP HPWL at 2390 um
* Main flop type: dfxtp_1
* Worst Hold Path Cells at 1
* GRT overflow at 0
* TritonCTS clock tree: done
* Core ar. at 9200 um2
* WL final at 3370 um
* Ant diodes at 0
* Critical path startpoint category: input port
* H-tree levels at 2
* Worst setup slack for register-to-register paths at 1.76 ns
* Final Hold Fails at 0
* Via count at 1238
* Pins over their slew limit at 0
* Post-layout util at 21.0%
* Setup_tns at 0 ns
* FP Core Util at 18.7%
* Req. time, crit path at 4.53 ns
* OpenROAD warnings at 26
* Register clock-pin slew on the reported worst setup and hold paths at 0.06 ns
* Cell Area, Synth at 1720 um2
* Setup crit start: chave_A
* Syn Area/Cell at 9.14 um2
* FF-to-FF End: seletor_frequencia.INT[1]
* Residual DRC at 0
* DR WL/cell at 11.1 um
* Flop area at 626 um2
* Clock buffer depth at 2
* Yosys cell count at 188
* Setup CP Type: in2reg
* Status: completed
* GRT Util Overall at 5.14%
* R2R cell count at 5
* Worst skew pair latency at 0.28 ns
* DP Area at 1840 um2
[stage by stage]
| step | hold slack (ns) | instances |
|---|---|---|
| after floorplan | 0.448 | 192 |
| after global placement | 0.479 | 295 |
| after detailed placement | 0.475 | 295 |
| after CTS | 0.489 | 303 |
| after global routing | 0.519 | 303 |
| final | 0.484 | 303 |
[worst max path at each step]
stage	endpoint	cells past startpoint
6_report	seletor_frequencia.INT[1]	5
4_1_cts	seletor_frequencia.INT[1]	5
5_1_grt	seletor_frequencia.INT[1]	5
[power by group]
part,switching (uW),total [uW],leakage [uW],internal (uW)
Sequential,0,272,0.000259,272
Clock,95.4,221,0.0000482,126
Combinational,1.27,4.28,0.000408,3.01
Total,96.6,497,0.000715,400
[logic make-up after synthesis]
group,after synthesis,synth area share (%)
buffers and inverters,22,8.30
adders and majority gates,2,1.46
DFF,31,36.4
xor gates and xnor gates,27,13.8
AOI/OAI and AO/OA,2,1.24
other,2,0.437
and+or+nand+nor,102,38.4
[critical path, stage by stage]
cell and delay (ns):
clkdlybuf4s50_1 0.42, or4_4 0.51, or4_4 0.56, a21oi_4 0.71
nor3b_1 0.12
[layer usage]
metal  track usage (%)  wire, um  vias to the layer above
li1                  -         -                      644
met1              7.44      1740                      563
met2              7.09      1330                       25
met3              2.12       255                        6
met4             0.824        40                        0
met5                 0         0                        -
[cell type report]
| cell class | count | share of cell area (%) |
|---|---|---|
| Inverter | 5 | 0.973 |
| Sequential cell | 31 | 32.4 |
| Tap cell | 111 | 7.20 |
| Multi-Input combinational cell | 139 | 50.0 |
| Clock inverter | 1 | 0.259 |
| Clock buffer | 7 | 4.47 |
| Timing Repair Buffer | 9 | 4.67 |
[cells in the final DEF (no fill, tap or decap)]
cell type,Yosys,layout
and2_2,1,1
or4b_2,1,1
o21ai_1,1,1
nand4b_1,2,2
nand3_1,11,11
or4_4,2,2
nor4bb_1,1,1
nor4b_1,3,3
and2_1,1,1
and3_1,2,2
or3_1,2,2
nor2_2,9,9
conb_1,2,6
clkbuf_8,0,6
inv_1,5,5
or2_1,2,2
clkinv_2,0,1
xor2_1,5,5
and4_1,3,3
clkdlybuf4s50_1,0,9
nand2_1,10,10
nor3b_1,1,1
nand3b_1,3,3
nor4_1,4,4
nand4_1,9,9
nor3_2,11,11
or4_1,1,1
clkbuf_1,4,1
nor2_1,14,14
or4bb_1,1,1
dfrtn_1,1,1
nor3_4,1,1
dfxtp_1,30,30
ha_1,2,2
nor3_1,6,6
and3_2,1,1
xnor2_1,22,22
a21oi_4,1,1
[state kept, by name, indices dropped and copies added (netlist names)]
register and count:
seletor_frequencia.INT 29, seletor_frequencia.clock_selecionado 1, contador_4_bits.S 1
Power and IR drop assume default switching activity.
