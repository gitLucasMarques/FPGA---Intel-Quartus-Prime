## design/flow/run.sh

```bash
#!/bin/bash
# OpenROAD 26Q1-2900-gdf79404cd8, Yosys 0.63+post, stock flow scripts
make -C /OpenROAD-flow-scripts/flow DESIGN_CONFIG=/design/flow/config.mk WORK_HOME=/design/flow/orfs finish
```

## design/flow/config.mk

```make
export PLATFORM = sky130hd
export DESIGN_NAME = moore_Entrada
export DESIGN_NICKNAME = moore_Entrada
export VERILOG_FILES = /design/flow/design.v
export SDC_FILE = /design/flow/constraint.sdc
export NUM_CORES = 4
export LEC_CHECK = 1
export CORE_AREA = 10 10 70 70
export DIE_AREA = 0 0 80 80
```

## design/flow/constraint.sdc

```tcl
current_design moore_Entrada

set clk_period 1.9
set clk_io_pct 0.2

create_clock -name clk0 -period $clk_period

set non_clock_inputs [all_inputs -no_clocks]
set_input_delay [expr $clk_period * $clk_io_pct] -clock clk0 $non_clock_inputs
set_output_delay [expr $clk_period * $clk_io_pct] -clock clk0 [all_outputs]
```

## design/flow/design.v

```verilog
module moore_Entrada(UP, DOWN, ATUAL, PROX);
input wire UP, DOWN;
input wire [3:0] ATUAL;
output reg [3:0] PROX;
parameter 	A = 4'b0000, 
				B = 4'b0001, 
				C = 4'b0010, 
				D = 4'b0011, 
				E = 4'b0100, 
				F = 4'b0101,  
				G = 4'b0110, 
				H = 4'b0111, 
				I = 4'b1000, 
				J = 4'b1001;
always @(UP or ATUAL)
	begin
		case(ATUAL)
		A: if(UP == 0)
				if(DOWN == 0)
					PROX = A;
				else
					PROX = I;
			else
				if(DOWN == 0)
					PROX = B;
				else
					PROX = J;
		B: if(UP == 0)
				if(DOWN == 0)
					PROX = B;
				else
					PROX = A;
			else
				if(DOWN == 0)
					PROX = C;
				else
					PROX = J;
		C: if(UP == 0)
				if(DOWN == 0)
					PROX = C;
				else
					PROX = B;
			else
				if(DOWN == 0)
					PROX = D;
				else
					PROX = J;
		D: if(UP == 0)
				if(DOWN == 0)
					PROX = D;
				else
					PROX = C;
			else
				if(DOWN == 0)
					PROX = E;
				else
					PROX = J;
		E: if(UP == 0)
				if(DOWN == 0)
					PROX = E;
				else
					PROX = D;
			else
				if(DOWN == 0)
					PROX = F;
				else
					PROX = J;
		F: if(UP == 0)
				if(DOWN == 0)
					PROX = F;
				else
					PROX = E;
			else
				if(DOWN == 0)
					PROX = G;
				else
					PROX = J;
		G: if(UP == 0)
				if(DOWN == 0)
					PROX = G;
				else
					PROX = F;
			else
				if(DOWN == 0)
					PROX = H;
				else
					PROX = J;
		H: if(UP == 0)
				if(DOWN == 0)
					PROX = H;
				else
					PROX = G;
			else
				if(DOWN == 0)
					PROX = I;
				else
					PROX = J;
		I: if(UP == 0)
				if(DOWN == 0)
					PROX = I;
				else
					PROX = H;
			else
				if(DOWN == 0)
					PROX = A;
				else
					PROX = J;
		default: PROX = 4'bxxxx;
		endcase
	end
endmodule
```

==> flow_summary.html <==
<h2>Synthesis and place &amp; route</h2>
<table>
<tr><th>Metric</th><th>Value</th></tr>
<tr><th colspan="2">STA</th></tr>
<tr><td>Count of pins over their slew limit</td><td>0</td></tr>
<tr><td>Pin slew with the least headroom to its limit</td><td>0.3036 ns</td></tr>
<tr><td>Worst slew margin</td><td>79.69%</td></tr>
<tr><td>Final number of setup-violating endpoints</td><td>0</td></tr>
<tr><td>Number of failing hold endpoints at the final stage</td><td>0</td></tr>
<tr><td>Fin Setup TNS</td><td>0 ns</td></tr>
<tr><td>Maximum frequency from static timing analysis</td><td>0.5346 GHz</td></tr>
<tr><td>Time the worst path needs with I/O delays and setup</td><td>1.871 ns</td></tr>
<tr><td>Share of the clock period used by the worst path after layout</td><td>98.45%</td></tr>
<tr><th colspan="2">Run</th></tr>
<tr><td>Max-cap violations</td><td>0</td></tr>
<tr><td>Count of warning messages emitted by the tools</td><td>35</td></tr>
<tr><th colspan="2">Final layout</th></tr>
<tr><td>Area added between synthesis and finish</td><td>103.1%</td></tr>
<tr><td>Number of clock buffers in the layout</td><td>0</td></tr>
<tr><td>Core utilization of the finished layout</td><td>16.96%</td></tr>
<tr><td>Number of flip-flops and latches</td><td>0</td></tr>
<tr><td>Seq. cell area</td><td>0 um2</td></tr>
<tr><td>Share of cells above drive strength 1</td><td>56.25%</td></tr>
<tr><th colspan="2">Synth</th></tr>
<tr><td>Area fraction in full adders, half adders and majority gates</td><td>17.54%</td></tr>
<tr><td>Synth top cells by count</td><td>5 x sky130_fd_sc_hd__a21oi_1, 5 x sky130_fd_sc_hd__nor2_1, 4 x sky130_fd_sc_hd__ha_1, 4 x sky130_fd_sc_hd__o21ai_0, 3 x sky130_fd_sc_hd__inv_1</td></tr>
<tr><td>Mux cell area share</td><td>0%</td></tr>
<tr><td>Mean post-synth cell area</td><td>6.792 um2</td></tr>
<tr><td>Synthesized-area fraction occupied by and/or/nand/nor cells</td><td>22.37%</td></tr>
<tr><td>Yosys Instances</td><td>42</td></tr>
<tr><td>Combined area of all synthesized cells</td><td>285.3 um2</td></tr>
<tr><td>Post-synthesis compound-gate area fraction</td><td>42.11%</td></tr>
<tr><td>Library cells used by synthesis</td><td>23</td></tr>
<tr><td>Main combinational cell family by area after synthesis</td><td>AND-OR/OR-AND gates</td></tr>
<tr><td>Synthesis warning total</td><td>1</td></tr>
<tr><td>Post-synth top area cell</td><td>sky130_fd_sc_hd__ha_1</td></tr>
<tr><td>Top area cell types</td><td>sky130_fd_sc_hd__ha_1 18%, sky130_fd_sc_hd__a21oi_1 8.8%, sky130_fd_sc_hd__buf_6 7.9%, sky130_fd_sc_hd__o21ai_0 7.0%, sky130_fd_sc_hd__nor2_1 6.6%</td></tr>
<tr><td>Number of instances in the synthesized netlist</td><td>42</td></tr>
<tr><td>Synth top area share</td><td>17.54%</td></tr>
<tr><td>Chip area line of the yosys report</td><td>285.3 um2</td></tr>
<tr><td>Share of synthesized area occupied by flip-flops and latches</td><td>0%</td></tr>
<tr><td>XOR/XNOR Fraction of Synth Area</td><td>3.070%</td></tr>
<tr><th colspan="2">Die</th></tr>
<tr><td>Die area</td><td>6400 um2</td></tr>
<tr><td>Standard cell core area</td><td>3416 um2</td></tr>
<tr><td>Rows</td><td>21</td></tr>
<tr><td>Die Ht</td><td>80 um</td></tr>
<tr><td>Die Wd</td><td>80 um</td></tr>
<tr><td>Number of I/O pins</td><td>10</td></tr>
<tr><td>Pre-Place Util</td><td>8.352%</td></tr>
<tr><th colspan="2">Route</th></tr>
<tr><td>Number of vias after detailed routing</td><td>398</td></tr>
<tr><td>Post-route ant nets</td><td>0</td></tr>
<tr><td>Initial DRT Pass Iterations</td><td>2</td></tr>
<tr><td>Iteration-0 DRC Markers</td><td>22</td></tr>
<tr><td>Average routed wire per standard cell</td><td>9.845 um</td></tr>
<tr><td>DRC violations left</td><td>0</td></tr>
<tr><td>Wirelength, routed</td><td>1083 um</td></tr>
<tr><td>Via-per-instance ratio</td><td>3.618</td></tr>
<tr><td>Antenna Cells</td><td>0</td></tr>
<tr><th colspan="2">Global route</th></tr>
<tr><td>Tot GR Track Use</td><td>3.096%</td></tr>
<tr><td>Via count of the first global-routing pass</td><td>396</td></tr>
<tr><td>First-pass GRT wire length</td><td>1711 um</td></tr>
<tr><td>Antenna violations before repair</td><td>0</td></tr>
<tr><td>Maximum number of pins on one net before global-route repair</td><td>9</td></tr>
<tr><td>Total overflow reported by the global router</td><td>0</td></tr>
<tr><th colspan="2">Critical path</th></tr>
<tr><td>Arrival time at the worst endpoint</td><td>1.49 ns</td></tr>
<tr><td>Start point of the critical path</td><td>DOWN</td></tr>
<tr><td>Crit path max fanout</td><td>3</td></tr>
<tr><td>Crit Path Class</td><td>input port to output pin</td></tr>
<tr><td>Kind of end point of the critical path</td><td>output pin</td></tr>
<tr><td>Worst Path Required</td><td>1.52 ns</td></tr>
<tr><td>Worst setup endpoint</td><td>PROX[1]</td></tr>
<tr><td>Kind of start point of the critical path</td><td>input port</td></tr>
<tr><th colspan="2">Power and ir drop</th></tr>
<tr><td>Cell Pwr Density</td><td>196.4 nW/um2</td></tr>
<tr><td>Total leakage power</td><td>0.2392 nW</td></tr>
<tr><td>Worst IR Drop VDD</td><td>30.97 uV</td></tr>
<tr><th colspan="2">Hold path</th></tr>
<tr><td>Path type of the worst min-delay path</td><td>input port to output pin</td></tr>
<tr><td>Hold Path Cell Cnt</td><td>5</td></tr>
<tr><th colspan="2">Placed design</th></tr>
<tr><td>Count of port buffers added during placement</td><td>10</td></tr>
<tr><td>Routability Congestion</td><td>0.8854</td></tr>
<tr><td>HPWL after detailed placement</td><td>783.4 um</td></tr>
<tr><th colspan="2">Clock network</th></tr>
<tr><td># hold bufs at CTS</td><td>0</td></tr>
<tr><th colspan="2">Outcome</th></tr>
<tr><td>Outcome</td><td>completed</td></tr>
</table>
[worst min-delay path by stage]
stage / slack [ns] / end / startpoint
CTS: 1.27 / PROX[3] / DOWN
global route: 1.28 / PROX[3] / DOWN
finish: 1.24 / PROX[2] / ATUAL[2]
[per-layer routing]
layer / track usage, % / share of wire [%] / wire length, um
met5: 0 / 0 / 0
met2: 5.136 / 42 / 457
met4: 0 / 0 / 0
met3: 0.3409 / 4.2 / 45
met1: 4.425 / 54 / 581
[final cells by class]
type	instances	area [um2]
multi-input cells	35	311.5
fillers	378	2836
well taps	46	57.56
repair buffers	26	198.9
inverters	3	11.26
[power by group]
group	switching (W)	internal (W)	leakage [nW]	total (W)
Sequential	0	0	0	0
Clock	0	0	0	0
Combinational	0.0000519	0.0000619	0.239	0.000114
[critical path, stage by stage]
cell,delay (ns)
sky130_fd_sc_hd__buf_2,0.10
sky130_fd_sc_hd__inv_2,0.05
sky130_fd_sc_hd__buf_4,0.14
sky130_fd_sc_hd__ha_4,0.16
sky130_fd_sc_hd__a2111oi_4,0.34
sky130_fd_sc_hd__nor2_1,0.08
sky130_fd_sc_hd__dlygate4sd2_1,0.24
[repair_timing]
action                                  CTS  global route
endpoints found under the setup margin    4             3
pin swaps                                10             6
setup buffers                             3             0
gates resized                            50             7
cloned                                    0             0
[layout by cell type (no fill, tap or decap), types with 2 or more instances in the layout]
cell	count
sky130_fd_sc_hd__a21oi_1	4
sky130_fd_sc_hd__buf_2	5
sky130_fd_sc_hd__buf_4	11
sky130_fd_sc_hd__buf_6	6
sky130_fd_sc_hd__clkbuf_2	3
sky130_fd_sc_hd__ha_4	2
sky130_fd_sc_hd__inv_2	2
sky130_fd_sc_hd__nand2_1	2
sky130_fd_sc_hd__nor2_1	4
sky130_fd_sc_hd__o21a_1	2
sky130_fd_sc_hd__o21ai_0	2
sky130_fd_sc_hd__o21ai_1	2
[logic make-up after synthesis]
| logic type | count (synthesis) |
|---|---|
| AND/OR/NAND/NOR | 12 |
| XOR/XNOR | 1 |
| buffers and inverters | 7 |
| AND-OR/OR-AND | 18 |
| adder cells (fa/ha/maj) | 4 |
[through the flow]
step | cell area, um2 | hold slack, ns | instances | total power [W] | setup WS, ns
6_report | 579.3 | 1.237 | 110 | 0.0001138 | 0.02947
3_5_place_dp | 509.2 | 1.901 | 107 | 0.00009796 | -0.7328
5_1_grt | 579.3 | 1.278 | 110 | 0.0001239 | -0.03552
3_3_place_gp | 509.2 | 1.902 | 107 | 0.00009829 | -0.7367
4_1_cts | 578.1 | 1.265 | 110 | 0.0001098 | 0.008106
2_1_floorplan | 285.3 | 0.8712 | 42 | 0.00004416 | 0.3168
Power and IR drop assume default switching activity.
